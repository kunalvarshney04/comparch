--- design/flow/config.mk ---
export PLATFORM = sky130hd
export DESIGN_NAME = IFID
export DESIGN_NICKNAME = IFID
export VERILOG_FILES = /design/flow/design.v
export SDC_FILE = /design/flow/constraint.sdc
export NUM_CORES = 4
export LEC_CHECK = 1
export CORE_AREA = 10 10 70 70
export DIE_AREA = 0 0 80 80
--- design/flow/constraint.sdc ---
current_design IFID

set clk_period 1.0
set clk_io_pct 0.2

create_clock -name clk0 -period $clk_period [get_ports {clk}]

set non_clock_inputs [all_inputs -no_clocks]
set_input_delay [expr $clk_period * $clk_io_pct] -clock clk0 $non_clock_inputs
set_output_delay [expr $clk_period * $clk_io_pct] -clock clk0 [all_outputs]
--- design/flow/design.v ---
module IFID(
    input [7:0]inst,
    input clk,
    input rst,
    output reg [7:0]outinst
    );
	 reg [7:0]regins;
	 always@*
	 begin
	 if(rst==1) begin regins = 0;  end
	 else begin  regins = inst; end
	 end
	 always@(posedge clk)
	 begin 
	 outinst = regins;
	 end
endmodule
--- design/flow/run.sh ---
#!/bin/bash
# OpenROAD 26Q1-2900-gdf79404cd8, Yosys 0.63+post, stock flow scripts
make -C /OpenROAD-flow-scripts/flow DESIGN_CONFIG=/design/flow/config.mk WORK_HOME=/design/flow/orfs finish
==> out/qor.rpt <==
================================================================================
Cells traversed along the worst timing path                         dlygate4sd2_1
Post-synthesis cell count from yosys                                          16
Layout cell share with drive strength beyond 1                             22.2%
Total number of vias                                                         173
Chip area line of the yosys report                                      210 um^2
PwrDens                                                             1370 nW/um^2
H-tree level count                                                             1
Overflow left after global routing                                             0
Max Fanout on Critical Path                                                    1
Flop and latch count out of synthesis                                          8
CP Buf/Inv Count                                                               1
Number of global-route vias before repair                                    195
Floorplan core area                                                    3420 um^2
Worst IR Drop VDD                                                       0.236 mV
Max-cap violations                                                             0
Number of buffers on the longest clock path                                    2
Count of final max-slew check failures                                         0
RSZ-0062 raised after global routing                                          no
Per-cell routed wire length                                              8.54 um
Number of placement rows                                                      21
Placed cell areas                                                       438 um^2
Leak Pwr                                                             0.000175 uW
Post-Syn Area per Cell                                                 13.1 um^2
Die outline area                                                       6400 um^2
Final setup vio count                                                          0
CTS tree                                                                   built
Highest-count logic cell in the final layout                        clkdlybuf4s50_1
Maximum number of pins on one net before global-route repair                   9
Clk pin slew, worst setup/hold paths                                     0.05 ns
Kind of launch point of the worst setup path                            register
Kind of cell adding the most delay to the critical path               flip-flops
Remaining antenna violation count                                              0
Worst path required time                                                 0.80 ns
Post-route setup TNS                                                        0 ns
Final worst path period need                                            0.972 ns
Tightest Pin Transition                                                 0.269 ns
Ratio of final minimum period to clock period                              97.2%
Number of warnings in the stage logs                                          25
Cell area after synthesis                                               210 um^2
Fraction of post-synthesis cell area in the top cell type by area          76.2%
Yosys top cell by area                                                   dfxtp_1
Detailed-router iteration count before antenna repair                          1
DRC violation count after routing                                              0
Wire length of the first global-routing pass                              993 um
I/O pins                                                                      18
Die Y                                                                      80 um
Main area contributors                                              dfxtp_1 (76%), nor2b_1 (24%)
Run status                                                             completed
Average vias per placed instance                                            2.11
Largest register FFs                                                           8
Clk Tree Root Cell                                                      clkbuf_4
Core Util at FP                                                            6.15%
Clock sink total                                                               8
Longest individual stage delay on the worst path                         0.31 ns
Total GRT Usage                                                            2.04%
Slowest cell on the critical path                                        dfxtp_2
Worst Path Arrival                                                       0.77 ns
Post-synthesis to final-layout area growth                                  121%
Global placement routability congestion                                    0.699
Startpoint of the worst hold path                                        inst[3]
Cell variety after synth                                                       2
Antenna violations before repair                                               0
Synthesis Warnings                                                             1
Total wire length after detailed routing                                  700 um
Fraction of the core area covered by cells at the end of the flow          13.6%
Horiz. Die Dim                                                             80 um
Most frequent cells in the layout                                   clkdlybuf4s50_1 (9), nor2b_1 (8), clkdlybuf4s15_1 (6)
Number of diodes added for antenna fixing                                      0
Share of synthesized area occupied by flip-flops and latches               76.2%
Final hold violation count                                                     0
Cell count after synthesis                                                    16
TritonCTS Buffers                                                              3
Remaining max-slew budget at the tightest pin                              82.0%
Type of the worst setup path                                             reg2out
Endpoint class of the critical path                                  output port
Achievable clock frequency                                              1030 MHz
Final instance area                                                     464 um^2
Port Buf Inserts                                                              17
Beginning of the critical path                                        outinst[4]
Kind of path behind the tightest hold check                               in2reg
Initial detailed-routing violation count                                       0
================================================================================
==> final timing paths <==
| path | endpoint | slack, ns | cells past startpoint |
|---|---|---|---|
| worst max-delay path | outinst[4] | 0.03 | 1 |
| worst min-delay path | outinst[3] | 0.51 | 2 |
==> where the power goes <==
group	internal [uW]	leakage (uW)	total (uW)	switching [uW]
registers	339	0.0000680	343	4.47
logic	56.2	0.0000936	70.0	13.8
clock network	136	0.0000138	225	89.0
==> layout make-up <==
class / count / area (um^2)
Tap cell: 46 / 57.6
Multi-Input combinational cell: 8 / 50.0
Timing Repair Buffer: 17 / 168
Sequential cell: 8 / 166
Fill cell: 393 / 2950
Clock buffer: 3 / 22.5
==> logic make-up (layout without fill, tap and decap cells) <==
| family | count (synthesis) | in the layout | synth area share (%) |
|---|---|---|---|
| flops | 8 | 8 | 76.2 |
| simple gates | 8 | 8 | 23.8 |
| buf+inv | 0 | 20 | 0 |
==> timing repair <==
| action | 4_1_cts | 5_1_grt |
|---|---|---|
| resized | 11 | 8 |
| pin swaps | 0 | 0 |
| hold buffers | 0 | 0 |
| endpoints found under the setup margin | 8 | 6 |
| setup buffers | 0 | 0 |
==> Yosys cell counts <==
master and count:
dfxtp_1 8, nor2b_1 8
==> per-stage QoR <==
stage | std cells | hold slack, ns | setup WS, ns | total power, uW
2_1_floorplan | 16 | 0.272 | 0.538 | 353
3_3_place_gp | 79 | 0.766 | -0.00127 | 428
3_5_place_dp | 79 | 0.767 | -0.0202 | 428
4_1_cts | 82 | 0.503 | 0.00758 | 647
5_1_grt | 82 | 0.499 | 0.00144 | 672
6_report | 82 | 0.506 | 0.0275 | 638
==> layer usage <==
metal	vias to the layer above	GRT usage (%)	wire [um]
li1	89	-	-
met1	76	1.88	217
met2	6	4.01	448
met3	2	0.455	15
met4	0	1.06	19
met5	-	0	0
Power figures rest on the tool's default switching activity, not on a simulated workload.
