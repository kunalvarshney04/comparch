### design.v
`timescale 1ns / 1ps
module EXWB(
    input clk,
    input rst,
	 input regwrite,
	 input writesrc,
     input [7:0]add,
	 input [7:0]s,
	 input [2:0]write,
	 output reg [7:0]os,
	 output reg [7:0]outadd,
	 output reg [2:0]owrite,
	 output reg ow,
	 output reg osrc
    );
	 reg [7:0]regadd;
	 reg [2:0]writereg;
	 reg [7:0]regs;
	 reg regw;
	 reg regsrc;
	 always@* 
	 begin 
	 if(rst==1) begin  regadd = 0; writereg = 0; regs = 0; regw =0; regsrc =0;  end
	 else begin regadd = add; writereg = write; regs = s; regw = regwrite; regsrc = writesrc;   end
	 end
	 always@(posedge clk)
	 begin 
	 os = regs;
	 outadd = regadd;
	 owrite = writereg;
	 ow = regw;
	 osrc = regsrc;
	 end
endmodule
### constraint.sdc
current_design EXWB

set clk_period 1.0
set clk_io_pct 0.2

create_clock -name clk0 -period $clk_period [get_ports {clk}]

set non_clock_inputs [all_inputs -no_clocks]
set_input_delay [expr $clk_period * $clk_io_pct] -clock clk0 $non_clock_inputs
set_output_delay [expr $clk_period * $clk_io_pct] -clock clk0 [all_outputs]
### config.mk
export PLATFORM = sky130hd
export DESIGN_NAME = EXWB
export DESIGN_NICKNAME = EXWB
export VERILOG_FILES = /design/flow/design.v
export SDC_FILE = /design/flow/constraint.sdc
export NUM_CORES = 4
export LEC_CHECK = 1
export CORE_AREA = 10 10 70 70
export DIE_AREA = 0 0 80 80
### run.sh
#!/bin/bash
# OpenROAD 26Q1-2900-gdf79404cd8, Yosys 0.63+post, stock flow scripts
make -C /OpenROAD-flow-scripts/flow DESIGN_CONFIG=/design/flow/config.mk WORK_HOME=/design/flow/orfs finish
==> impl.org <==
#+TITLE: Synthesis and PnR summary

** Outcome
- Result of the run :: finished clean

** Floorplan
- IO Count :: 44
- Core Box Area :: 3420 sq um
- Height of the die :: 80 um
- The initialized floorplan defines 21 standard-cell rows.
- The initial utilization of the core area, before any placement, comes to 18.3%.
- Horiz. Die Dim :: 80 um
- The chip occupies 6400 sq um.

** Setup path
- Cell family contributing the most delay on the critical path :: flip-flops
- On the worst path, the slowest cell contributes a delay of 330 ps.
- According to the timing report, the arrival time at the worst endpoint equals 720 ps.
- Library cell contributing the largest single delay on the critical path :: sky130_fd_sc_hd__dfxtp_2
- Maximum fanout encountered on the critical timing path :: 1
- Required @ worst endpoint :: 800 ps
- Along the critical path, the tally of buffer and inverter instances is 1.
- Classification of the worst setup path :: register to output port
- Chain of cells forming the critical path :: buf_2
- Crit path launch type :: register
- The worst setup path is captured at an output port.

** Route
- First drt pass iteration count :: 2
- The script logs the ratio of routed vias to standard cells as 3.23.
- DRC violations left :: 0
- The routed layout has 443 vias.
- Number of antenna-violating nets in the routed design :: 0
- Total wirelength of the detailed-routed design :: 1550 um
- Antenna Diode Count :: 0
- Once iteration 0 of detailed routing completed, the report listed 5 DRC markers.
- DR WL/cell :: 11.3 um

** Timing
- For the pin with the worst max-slew slack, the measured transition is 138 ps.
- Unrepaired setup endpoints after global routing :: no
- After layout, the worst path uses 92.1% of the clock period.
- The last timing report of the flow puts the setup violation total at 0.
- Max-slew violations :: 0
- Minimum clock period :: 921 ps
- Checking max transition, the worst relative margin is 90.8%.
- In the final report, the number of hold violations comes to 0.
- For this run, the top clock speed supported by timing is 1.09 GHz.

** GRT
- Total GRT Usage :: 4.45%
- Largest net degree at the start of global routing :: 14
- Initial antenna violation count :: 0
- The first global-routing pass estimated 2340 um of wire.
- After global routing the overflow that remains totals 0.
- Vias in the first global route :: 478

** Clocking
- Looking at the clock tree report, the H-tree level count equals 1.
- The clock passes through at most 2 buffers.
- Clock tree synthesis selected as its root buffer the cell sky130_fd_sc_hd__clkbuf_4.
- Clock tree from TritonCTS :: done
- # clock sinks :: 21
- Counting the buffers created by CTS gives 3.
- Worst-path clk slew :: 110 ps

** Synth
- Sequential elements use 67.3% of the synthesized area.
- Ys cells :: 44
- In this run, distinct cell masters in the synthesized netlist total 4.
- The average instance in the mapped netlist occupies 14.2 sq um.
- According to the Yosys statistics, the synthesized design has a chip area of 624 sq um.
- Post-Syn Area :: 624 sq um
- Synthesis produced 44 cells.
- The warning tally printed by Yosys for this design is 1.
- Flop and latch count out of synthesis :: 21

** Final layout
- Cells with a size suffix above 1 make up 53.8% of the layout.
- Finished layout cell area :: 1040 sq um
- Filler cell count :: 358
- Leaving out buffers and inverters, the combinational logic in the layout accounts for 181 sq um.
- Footprint of the flip-flops and latches :: 424 sq um
- At the end of the flow the core is filled with cells to 30.5%.
- Post-synthesis to final-layout area growth :: 66.9%

** Place
- Final weighted congestion in routability-driven placement :: 0.717
- The buffer_ports step reported a buffer count of 43.
- According to the dpl log, the detail-placed design has an HPWL of 1270 um.
- Once placement finished, the instance area stood at 1120 sq um.

** Power and ir drop
- Max IR drop VDD :: 379 uV
- Power Density :: 1410 nW/um^2
- The leakage power in the latest report is 0.457 nW.

** Run
- The stage logs contain a warning count of 25.
- Reported max-cap violation count :: 0

** Hold path
- The most critical min-delay path falls under input pin to register.
routing by layer:
layer / track usage, % / share of wire (%) / vias to the layer above / wire, um
li1: - / - / 224 / -
met1: 4.94 / 36 / 198 / 556
met2: 7.62 / 52 / 19 / 799
met3: 1.70 / 10 / 2 / 154
met4: 1.41 / 2.3 / 0 / 35
met5: 0 / 0 / - / 0
cells in the mapped netlist, drive strengths merged:
| master | instances | share of area, % |
|---|---|---|
| nor2b | 21 | 29 |
| buf | 2 | 3.6 |
| dfxtp | 21 | 67 |
cells by family (layout without fill, tap and decap cells):
| logic type | Yosys count | count (layout) | share of synthesized area (%) |
|---|---|---|---|
| flops | 21 | 21 | 67.3 |
| simple gates | 21 | 21 | 29.1 |
| buf+inv | 2 | 49 | 3.61 |
placed cells by master (no fill, tap or decap):
cell                               n
sky130_fd_sc_hd__dfxtp_1          18
sky130_fd_sc_hd__clkbuf_4          3
sky130_fd_sc_hd__buf_12            1
sky130_fd_sc_hd__buf_2            19
sky130_fd_sc_hd__nor2b_1           1
sky130_fd_sc_hd__buf_4             1
sky130_fd_sc_hd__dfxtp_2           3
sky130_fd_sc_hd__clkbuf_2          2
sky130_fd_sc_hd__nor2b_2          20
sky130_fd_sc_hd__clkbuf_1          1
sky130_fd_sc_hd__clkdlybuf4s50_1  22
timing repair:
action / in CTS / in global routing
setup buffers: 0 / 0
setup endpoints to repair: 21 / 2
hold buffers: 0 / 0
resized: 64 / 3
gates cloned: 0 / 0
metrics by stage:
step           setup TNS (ps)  power (mW)  hold slack (ps)  instances  setup slack, ps
2_1_floorplan               0       0.960              272         44              519
3_3_place_gp            -1620        1.14              759        133             -103
3_5_place_dp            -1670        1.15              765        133             -111
4_1_cts                     0        1.52              425        137             2.62
5_1_grt                     0        1.56              426        137             25.2
6_report                    0        1.47              446        137             79.4
path summary, 6_finish.rpt:
kind              cells after the start  slack (ps)        end      start
hold / removal                        2         450      os[5]       s[5]
setup / recovery                      1          80  outadd[4]  outadd[4]
power breakdown:
part	leakage (nW)	total [mW]	switching, mW	internal (mW)
clock network	0.0150	0.387	0.232	0.155
logic	0.266	0.188	0.0442	0.144
registers	0.176	0.891	0.00894	0.882
total	0.457	1.47	0.285	1.18
registers in the layout, summed over array words and instances (netlist names):
name    flops
owrite      3
os          8
outadd      8
ow          1
osrc        1
layout make-up:
cell class              count  share of cell area (%)
clock buffers               4                    2.52
multi-input cells          21                    17.4
flip-flops and latches     21                    40.7
well taps                  46                    5.52
repair buffers             45                    33.9
Power figures rest on the tool's default switching activity, not on a simulated workload.
